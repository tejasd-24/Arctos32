[config.mk]
export PLATFORM = sky130hd
export DESIGN_NAME = ALU
export DESIGN_NICKNAME = ALU
export VERILOG_FILES = /design/flow/design.v
export SDC_FILE = /design/flow/constraint.sdc
export NUM_CORES = 4
export LEC_CHECK = 1
export CORE_UTILIZATION = 30
[run.sh]
#!/bin/bash
# OpenROAD 26Q1-2900-gdf79404cd8, Yosys 0.63+post, stock flow scripts
make -C /OpenROAD-flow-scripts/flow DESIGN_CONFIG=/design/flow/config.mk WORK_HOME=/design/flow/orfs finish
[design.v]
module ALU(
    input [3:0] alu_opcode, 
    input [31:0] A_data_in, 
    input [31:0] B_data_in, 
    input alu_src_sel,
    input [31:0] shift_amt,
    input [31:0] alu_immediate_in,
    output reg z_flag, 
    output reg carry_flag,  
    output reg [63:0] data_out 
    );
parameter ADD  =  4'b0000,
          SUB  =  4'b0001,
          MUL  =  4'b0010,
          AND  =  4'b0011,
          OR   =  4'b0100,
          NOT  =  4'b0101,
          NOR  =  4'b0110,
          NAND =  4'b0111,
          XOR  =  4'b1000,
          XNOR =  4'b1001,
          INC  =  4'b1010,
          DEC  =  4'b1011,
          SHL  =  4'b1100,
          SHR  =  4'b1101;
always@(*)   
begin
    case(alu_opcode)
        ADD     :     begin if(alu_src_sel == 1'b0)
                            data_out = A_data_in + B_data_in;
                      else data_out = A_data_in + alu_immediate_in;
                      end
        SUB     :     begin if(alu_src_sel == 1'b0)
                            data_out = (A_data_in - B_data_in);
                      else data_out = A_data_in - alu_immediate_in;
                      end
        MUL     :     begin if(alu_src_sel == 1'b0)
                            data_out = A_data_in * B_data_in;
                      else data_out = A_data_in * alu_immediate_in;
                      end
        AND     :     begin if(alu_src_sel == 1'b0)
                            data_out = A_data_in & B_data_in;
                      else data_out = A_data_in & alu_immediate_in;
                      end
        OR      :     begin if(alu_src_sel == 1'b0)
                            data_out = A_data_in | B_data_in;
                      else data_out = A_data_in | alu_immediate_in;
                      end
        NOT     :        data_out = {32'd0,~A_data_in};
        NOR     :     begin if(alu_src_sel == 1'b0)
                            data_out = {32'd0,~(A_data_in | B_data_in)};
                      else data_out = {32'd0,~(A_data_in | alu_immediate_in)};
                      end
        NAND    :     begin if(alu_src_sel == 1'b0)
                            data_out = {32'd0,~(A_data_in & B_data_in)};
                      else data_out = {32'd0,~(A_data_in & alu_immediate_in)};
                      end
        XOR     :     begin if(alu_src_sel == 1'b0)
                            data_out = (A_data_in ^ B_data_in);
                      else data_out = (A_data_in ^ alu_immediate_in);
                      end
        XNOR    :     begin if(alu_src_sel == 1'b0)
                            data_out = {32'd0,~(A_data_in ^ B_data_in)};
                      else data_out = {32'd0,~(A_data_in ^ alu_immediate_in)};
                      end
        SHL     :     data_out = A_data_in << shift_amt;
        SHR     :     data_out = A_data_in >> shift_amt;
        INC     :     data_out = A_data_in + 1;
        DEC     :     data_out = A_data_in - 1;
                default : data_out = 64'b0;
    endcase
end            
  always@(*) z_flag = (data_out == 64'd0) ? 1'b1 : 1'b0;
  always@(*)
  begin
     carry_flag = 1'b0;
  if(alu_opcode == ADD)
     carry_flag = (data_out[32] == 1'b1) ? 1'b1 : 1'b0;
  else if(alu_opcode == SUB)
     carry_flag = (A_data_in >= B_data_in) ? 1'b1 : 1'b0;
  end
endmodule   
[constraint.sdc]
current_design ALU

set clk_period 43.9
set clk_io_pct 0.2

create_clock -name clk0 -period $clk_period

set non_clock_inputs [all_inputs -no_clocks]
set_input_delay [expr $clk_period * $clk_io_pct] -clock clk0 $non_clock_inputs
set_output_delay [expr $clk_period * $clk_io_pct] -clock clk0 [all_outputs]
==> flow_metrics.tcl <==
# yosys + openroad results
set metrics [dict create \
    grt_max_degree 59 \
    syn-mean-instance-area_um2 8.13 \
    yosys_area_um2 84000 \
    min_from "alu_opcode[0]" \
    post-route-period-util_pct 68.0 \
    swShare_pct 70.6 \
    postCtsSetupRepairBufs 0 \
    antenna_found_initial 51 \
    ys_warn_count 1 \
    yosysTopAreaCell "fa_1" \
    ys_seq_share_pct 0 \
    dp_slack_ps 14420 \
    rsz0062_at_grt "no" \
    grt_overflow_total 0 \
    hold_path.class "in2out" \
    area_growth_pct 8.53 \
    regArea_um2 0 \
    cpPeakStageDelay_ps 770 \
    routedWlPerCell_um 33.8 \
    port_buffers 199 \
    die_area_um2 282000 \
    cts_resized 0 \
    path_max_fanout 22 \
    setup_violations 0 \
    cpMaxStageDelayCell "a31oi_1" \
    placementRows 193 \
    area_leaders "fa_1, ha_1, inv_1" \
    num_vias 78065 \
    ys_types 96 \
    warnings 162 \
    crit_top_cell "fa_1" \
    setup_slack_ps 14040 \
    power.leakage_uw 0.0443 \
    cp-end-kind "output pin" \
    power.density_nw_per_um2 296 \
    fin_util_pct 32.9 \
    cp-start-kind "input port" \
    ys_cells 10337 \
    worstSetupPathType "in2out" \
    p_int_uw 7940 \
    lay_top_count "inv_1" \
    p_switching_uw 19100 \
    cp-startpoint "A_data_in[30]" \
    gp_congestion 1.12 \
    io_pins 199 \
    dpl_cell_area_um2 91100 \
    viasPerCell 5.57 \
    nClkBuffers 0 \
    track_usage_pct 35.5 \
    drt_iter0_drc 6771 \
    die_w_um 531 \
    ctsHoldBuffers 0 \
    min_period_ps 29860 \
    final_antenna_net_count 0 \
    wirelength_mm 473 \
    grt_pass1_wl_mm 654 \
    cap_violations 0 \
    grt_pass1_vias 80256 \
    ff_count 0 \
    report.final.hold_viol_count 0 \
    fp_util_pct 30.3 \
    outcome "finished clean" \
    worst_slew_pin_slew_ps 1270 \
    hold_ws_ps 18970 \
    syn_inst 10337 \
    n_fill_cell 29484 \
    dr.pass1.iters 10 \
    design_area_um2 91200 \
    setup_tns_ps 0 \
    die_height_um 531 \
    drc_errors 0 \
    maxSlewViolCount 0 \
    required_ps 35120 \
    slew_headroom_pct 12.9 \
    vdd_drop_max_mv 0.802 \
    syn_area_um2 84000 \
    arrival_ps 21080 \
    drive_above_1_share_pct 6.69 \
    comb_area_um2 74300 \
    core-area_um2 277000 \
    clock.fmax_mhz 33.5 \
    dp_hpwl_mm 387 \
    final_cell_mix "inv_1, fa_1, nor2_1" \
    yosysTopAreaCellShare_pct 42.7 \
]
## power by group through the flow
stage / combinational [uW] / clock, uW / sequential (uW)
4_1_cts: 25700 / 0 / 0
5_1_grt: 28000 / 0.00000740 / 0
## path summary, 6_finish.rpt
check | slack (ps) | end | cells past startpoint
hold / removal | 18970 | carry_flag | 5
setup / recovery | 14040 | z_flag | 31
## metal layers
metal,up-vias,global-route usage (%),part of all wire [%]
met4,38,20.3,7.7
met5,-,0.855,0.11
li1,32431,-,-
met1,39695,45.0,37
met3,1136,18.1,14
met2,4765,49.0,41
## logic make-up (layout without fill, tap and decap cells)
family / count (synthesis) / count (layout) / share of synthesized area, %
multiplexers: 347 / 347 / 4.94
XOR/XNOR: 202 / 202 / 2.11
AND/OR/NAND/NOR: 3364 / 3364 / 17.0
other: 0 / 21 / 0
AND-OR/OR-AND: 1289 / 1289 / 10.2
buffers and inverters: 2587 / 2532 / 11.7
adder cells (fa/ha/maj): 2548 / 2548 / 54.0
## cells in the mapped netlist, types with 48 or more instances
cell and count:
o22ai_1 54, a21oi_1 327, mux2_2 62, nor4_1 70, xnor2_1 157, inv_1 1863
nand4_1 92, clkbuf_1 463, nor2_1 1511, fa_1 1793, mux2i_1 237, nand2_1 1204
a211oi_1 64, o21ai_0 233, buf_1 156, mux4_2 48, buf_2 49, a21o_1 70
nand3_1 92, nor3_1 94, o211ai_1 55, ha_1 755
## per-stage QoR
| stage | power (uW) | instances |
|---|---|---|
| 5_1_grt | 28000 | 13990 |
| 2_1_floorplan | 13400 | 10337 |
| 4_1_cts | 25700 | 13986 |
| 3_5_place_dp | 25500 | 13986 |
| 3_3_place_gp | 25900 | 13986 |
| 6_report | 27000 | 14008 |
## worst max-delay path: cells and delay by family
kind | cells | cell delay, ps
adders and majority gates | 9 | 4270
and+or+nand+nor | 8 | 3210
AOI/OAI and AO/OA | 4 | 1420
buffers and inverters | 9 | 3100
xor gates and xnor gates | 1 | 190
## layout make-up
class / instances / share of cell area, %
multi-input combinational: 7750 / 81.4
inverter: 1904 / 7.84
timing repair buffer: 628 / 5.58
tap: 3705 / 5.08
antenna: 21 / 0.0576
Power figures rest on the tool's default switching activity, not on a simulated workload.
