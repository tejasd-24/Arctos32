[design.v]
module instr_decoder(
    input reset,
    input [31:0] instr,
    output [2:0] opcode,
    output reg [31:0] imm_value,
    output reg [4:0] rd_sel,
    output reg [4:0] rs1_sel,
    output reg [4:0] rs2_sel,
    output reg [3:0] alu_func, 
    output reg [31:0] alu_imm,
    output reg mem_rw,
    output reg [22:0] mem_addr,    
    output reg [1:0] branch_type,
    output reg [26:0] inst_addr
);
localparam [2:0] RR = 3'b000;
localparam [2:0] IMM = 3'b001;
localparam [2:0] LOADIMM = 3'b010;
localparam [2:0] MEM = 3'b011;
localparam [2:0] BRANCH = 3'b100;
assign opcode = instr[31:29];
always@(*)
begin
    if(!reset)
    begin
        alu_func    = 4'd0;
        rd_sel      = 5'd0;
        rs1_sel     = 5'd0;
        rs2_sel     = 5'd0;
        alu_imm     = 32'd0;
        mem_rw      = 1'b0;
        mem_addr    = 23'd0;
        branch_type = 2'd0;
        inst_addr   = 27'd0;
        imm_value   = 32'd0;
    end
    else
    begin
        alu_func    = 4'd0;
        rd_sel      = 5'd0;
        rs1_sel     = 5'd0;
        rs2_sel     = 5'd0;
        alu_imm     = 32'd0;
        mem_rw      = 1'b0;
        mem_addr    = 23'd0;
        branch_type = 2'd0;
        inst_addr   = 27'd0;
        imm_value   = 32'd0;
        case (opcode)
        RR           :       begin
                                alu_func = instr[28:25];
                                rd_sel = instr[24:20];
                                rs1_sel = instr[19:15];
                                rs2_sel = instr[14:10];
                             end
        IMM          :       begin
                                alu_func = instr[28:25];
                                rd_sel = instr[24:20];
                                rs1_sel = instr[19:15];
                                alu_imm[14:0] = instr[14:0];
                                    if(instr[14])
                                        alu_imm[31:15] = 17'b11111111111111111;
                                    else alu_imm[31:15] = 17'd0;
                             end
        LOADIMM      :       begin
                                rd_sel = instr[28:24];                                
                                imm_value[23:0] = instr[23:0]; 
                                if(instr[23])
                                    imm_value[31:24] = 8'b11111111;
                                else imm_value[31:24] = 8'd0;           
                             end 
        MEM          :       begin
                                mem_rw = instr[28];
                                if(instr[28])
                                    rs1_sel = instr[27:23];
                                else rd_sel = instr[27:23];
                                mem_addr = instr[22:0];
                             end
        BRANCH       :       begin
                                branch_type = instr[28:27];
                                inst_addr = instr[26:0];
                             end
        endcase
    end
end
endmodule
[run.sh]
#!/bin/bash
# OpenROAD 26Q1-2900-gdf79404cd8, Yosys 0.63+post, stock flow scripts
make -C /OpenROAD-flow-scripts/flow DESIGN_CONFIG=/design/flow/config.mk WORK_HOME=/design/flow/orfs finish
[config.mk]
export PLATFORM = sky130hd
export DESIGN_NAME = instr_decoder
export DESIGN_NICKNAME = instr_decoder
export VERILOG_FILES = /design/flow/design.v
export SDC_FILE = /design/flow/constraint.sdc
export NUM_CORES = 4
export LEC_CHECK = 1
export CORE_AREA = 10 10 92 92
export DIE_AREA = 0 0 102 102
[constraint.sdc]
current_design instr_decoder

set clk_period 2.1
set clk_io_pct 0.2

create_clock -name clk0 -period $clk_period

set non_clock_inputs [all_inputs -no_clocks]
set_input_delay [expr $clk_period * $clk_io_pct] -clock clk0 $non_clock_inputs
set_output_delay [expr $clk_period * $clk_io_pct] -clock clk0 [all_outputs]
==> results.sh <==
# flow metrics
export IMPL_status="finished with violations"
export IMPL_violations="setup timing"
export IMPL_wl_met1_um=3110
export IMPL_routed_via_count=2009
export IMPL_pre_cts_slack_ns=-0.604
export IMPL_gp_congestion=0.886
export IMPL_cp_max_fo=8
export IMPL_finalHoldViolCount=0
export IMPL_die_h_um=102
export IMPL_worstSetupPathType="input pin to output pin"
export IMPL_powerDensity_nw_per_um2=104
export IMPL_fp_util=0.171
export IMPL_grt_util_all_layers=0.142
export IMPL_crit_path_start_kind="input pin"
export IMPL_power_uw=352
export IMPL_grt_overflow=0
export IMPL_slew_viol_final=0
export IMPL_area_growth_pct=207
export IMPL_clock_fmax_mhz=473
export IMPL_place_hpwl_um=6630
export IMPL_ant_nets=0
export IMPL_ys_seq_share=0
export IMPL_core_area_um2=6460
export IMPL_netlist_area_um2=1100
export IMPL_post_route_period_util=1.01
export IMPL_netSwitchingFraction=0.389
export IMPL_min_to="inst_addr[17]"
export IMPL_period_needed_ns=2.12
export IMPL_n_clock_buffer=0
export IMPL_ios=172
export IMPL_met2_length_um=4080
export IMPL_relSlewSlack=0.822
export IMPL_hold_start="instr[17]"
export IMPL_ys_cells=202
export IMPL_grt_pass1_wl_um=11700
export IMPL_yosysTopAreaCellShare=0.215
export IMPL_leakage_uw=0.00228
export IMPL_highest_layer="met4"
export IMPL_flop_area_um2=0
export IMPL_drv_cap=0
export IMPL_worst_pin_slew_ns=0.266
export IMPL_netlist_instances=202
export IMPL_p_sw_uw=137
export IMPL_rows=29
export IMPL_setup_viol=3
export IMPL_arrival_ns=1.70
export IMPL_antennaDiodeCount=0
export IMPL_hold_path_depth=3
export IMPL_die_x_um=102
export IMPL_setup_slack_ns=-0.0158
export IMPL_intPower_uw=215
export IMPL_chip_area_um2=10400
export IMPL_pwr_share_clk=0
export IMPL_cp_required_ns=1.68
export IMPL_dr_pass1_iters=4
export IMPL_grt_max_degree=16
export IMPL_final_setup_tns_ns=-0.0384
export IMPL_hold_ws_ns=1.28
export IMPL_flops=0
export IMPL_yosys_area_um2=1100
export IMPL_grt_pass1_vias=1995
export IMPL_yosys_warnings=1
export IMPL_antenna_found_initial=0
export IMPL_drive_gt1_frac=0.231
export IMPL_via_per_inst=4.30
export IMPL_first_iter_violations=120
export IMPL_area_leaders="and2_1, nor2_1, buf_4"
export IMPL_irDropWorstVdd_v=0.0000961
export IMPL_warnings=34
export IMPL_drc_errors=0
export IMPL_portBuffers=172
export IMPL_power_frac_seq=0
export IMPL_worst_hold_path_type="input pin to output pin"
export IMPL_synth_cell_types=23
export IMPL_cp_end_kind="output pin"
export IMPL_syn_avg_cell_area_um2=5.46
export IMPL_top_area_cell="and2_1"
export IMPL_wl_per_cell_um=17.6
export IMPL_grt_setup_unrepaired="true"
export IMPL_wl_met3_um=1010
export IMPL_p_comb_frac=1.000
export IMPL_drt_wl_total_um=8210
cell families (layout without fill, tap and decap cells):
family | after synthesis | after routing | share of synthesized area
AOI/OAI and AO/OA | 10 | 10 | 0.0703
muxes | 1 | 1 | 0.0102
and+or+nand+nor | 148 | 149 | 0.660
buffers and inverters | 43 | 230 | 0.260
final cells by class:
cell class	count	area, um^2
fill	590	3070
inverter	1	3.75
multi-input combinational	160	932
tap	77	96.3
timing repair buffer	229	2350
worst max path at each step:
| stage | start | to | slack, ns | cells past startpoint |
|---|---|---|---|---|
| global route | instr[31] | alu_imm[17] | -0.09 | 8 |
| finish | instr[31] | alu_imm[25] | -0.02 | 8 |
| CTS | instr[31] | alu_imm[20] | -0.05 | 7 |
cell usage after synthesis:
library cell  number
a211oi_1           1
a222oi_1           2
a22oi_1            5
a31oi_1            2
and2_1            38
and3_1            14
and4b_1            1
and4bb_1           1
buf_2              6
buf_4             29
buf_6              1
clkbuf_1           5
clkbuf_2           1
inv_1              1
mux2_2             1
nand2_1           23
nand2b_1           3
nand3b_1           2
nor2_1            61
nor2_2             2
nor2b_1            1
or2_1              1
or3_1              1
power groups by stage:
stage | Combinational, uW | Clock (uW) | Sequential, uW
final | 352 | 0 | 0
after global routing | 383 | 0 | 0
after CTS | 342 | 0 | 0
layout by cell type (no fill, tap or decap), drive strengths merged:
master	count
and4bb	1
nand2	23
or3	1
nand3b	2
buf	61
a211oi	1
clkdlybuf4s50	85
nor2	63
a31oi	2
inv	1
and4b	1
dlygate4sd2	38
a22oi	5
dlymetal6s2s	44
and2	39
and3	14
mux2	1
or2	1
nor2b	1
nand2b	3
clkbuf	1
a222oi	2
worst max-delay path: stages:
cell and delay (ns):
buf_2 0.11, buf_6 0.13, nor2_4 0.11, nand2_4 0.08, nor2_4 0.17, buf_6 0.12
buf_12 0.09, clkdlybuf4s50_1 0.47
routing by layer:
metal | vias up | global-route usage
met5 | - | 0
met4 | 0 | 0.00434
met3 | 2 | 0.0661
met2 | 99 | 0.249
met1 | 905 | 0.164
li1 | 1003 | -
metrics by stage:
step / cells / area, um^2 / utilization
floorplan: 202 / 1110 / -
global placement: 439 / 2920 / 0.452
detailed placement: 439 / 2920 / 0.452
CTS: 459 / 3150 / 0.488
global route: 467 / 3390 / 0.524
finish: 467 / 3390 / 0.524
repair_timing:
action,CTS,global route
gates cloned,4,0
setup buffers,16,8
pin swaps,11,7
hold buffers,0,0
gates resized,89,67
hold endpoints to repair,0,0
setup endpoints to repair,136,67
Power and IR drop assume default switching activity.
