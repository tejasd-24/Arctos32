<file path="./design.v">
module register_bank(
    input clock, 
    input reset, 
    input reg_write, 
    input [4:0] rd_sel,
    input [4:0] rs1_sel, 
    input [4:0] rs2_sel, 
    input [31:0] write_data, 
    output [31:0] rs1_data,
    output [31:0] rs2_data  
    );
    reg [31:0] buffer [0:31];
    integer i;
    always@(posedge clock or negedge reset)
    begin
        if(!reset)
        begin
            for (i = 0; i < 32; i = i + 1) begin
                buffer[i] <= 32'd0;
            end
        end
   else if(reg_write)
        begin
            if(rd_sel)
                buffer[rd_sel] <= write_data;         
        end
    end
    assign rs1_data = buffer[rs1_sel];
    assign rs2_data = buffer[rs2_sel];  
endmodule
</file>
<file path="./run.sh">
#!/bin/bash
# OpenROAD 26Q1-2900-gdf79404cd8, Yosys 0.63+post, stock flow scripts
make -C /OpenROAD-flow-scripts/flow DESIGN_CONFIG=/design/flow/config.mk WORK_HOME=/design/flow/orfs finish
</file>
<file path="./config.mk">
export PLATFORM = sky130hd
export DESIGN_NAME = register_bank
export DESIGN_NICKNAME = register_bank
export VERILOG_FILES = /design/flow/design.v
export SDC_FILE = /design/flow/constraint.sdc
export NUM_CORES = 4
export LEC_CHECK = 1
export CORE_UTILIZATION = 50
</file>
<file path="./constraint.sdc">
current_design register_bank

set clk_period 9.0
set clk_io_pct 0.2

create_clock -name clk0 -period $clk_period [get_ports {clock}]

set non_clock_inputs [all_inputs -no_clocks]
set_input_delay [expr $clk_period * $clk_io_pct] -clock clk0 $non_clock_inputs
set_output_delay [expr $clk_period * $clk_io_pct] -clock clk0 [all_outputs]
</file>
==> flow_metrics.tcl <==
# collected from the flow reports
set metrics [dict create \
    outcome "complete, no violations" \
    crit_slowest_cell "buf_4" \
    cts_made_buffers 109 \
    critical_path_buf_inv_count 4 \
    die_h_um 323.2 \
    final_cell_count_no_fill 5907 \
    drcViolationCount 0 \
    clkTransAtPathRegs_ns 0.06 \
    netlist_area_um2 51570 \
    ant_nets 0 \
    fin_skew_ns 0 \
    syn_to_final_growth_pct 14.27 \
    drive_above_1_share 0.3508 \
    wl_per_cell_um 48.35 \
    max_freq_ghz 0.1279 \
    powerDensity_nw_per_um2 222.2 \
    crit_family "buffers and inverters" \
    die_w_um 323.2 \
    cts_hold_buf 0 \
    wl_met3_um 49970 \
    clkSinkCount 1024 \
    worst_setup_path_start_kind "input port" \
    ios 114 \
    path_cells "buf_4, buf_4, or3b_1, nor2_4, buf_4, a22oi_1, nand2_1, nor4_1, a21oi_1, clkdlybuf4s50_1" \
    row_count 117 \
    chipArea_um2 104400 \
    wirelength_um 285600 \
    worstHoldPathType "reg2reg" \
    grt_start_max_net_pins 123 \
    grt_pass1_vias 44660 \
    rsz0062_at_grt "no" \
    yosysTopAreaCell "dfrtp_1" \
    io_buffers 113 \
    timing.hold.ws_ns 0.4036 \
    top_register "buffer" \
    syn_area_per_cell_um2 11.80 \
    cts.repair.resized 0 \
    initial_core_util 0.5055 \
    synth_cell_types 71 \
    setup_tns_ns 0 \
    power_mw 13.10 \
    met1_length_um 97080 \
    track_usage 0.5777 \
    ys_area_um2 51570 \
    drt_iter0_drc 6010 \
    cts_tree "yes" \
    stdcell_area_um2 58930 \
    dr_wl_met2_um 110200 \
    hold_violations 0 \
    dr.pass1.iters 8 \
    slew_viol_final 0 \
    path_common_cell "buf_4" \
    h-tree-depth 3 \
    top_regs "buffer (1024)" \
    finalCoreUtilization 0.5776 \
    ys_warn_count 2 \
    p_leak_nw 25.50 \
    setup_violations 0 \
    area_leaders "dfrtp_1 (50%), mux2_2 (22%), a22oi_1 (10%), buf_2 (1.6%), clkbuf_1 (1.5%)" \
    setup_ws_ns 1.181 \
    routed.top_layer "met5" \
    max_stage_delay_ns 0.65 \
    cp_max_fo 40 \
    via_count 46550 \
    critPathKind "in2out" \
    post-place-ws_ns 1.560 \
    ys_seq_share 0.4969 \
    overflow 0 \
    grt_antenna_before_repair 25 \
    dp.cells 5677 \
    relSlewSlack 0.1687 \
    largest_reg_flops 1024 \
    post_cts_buffers 0 \
    netlist_top_cells_count "dfrtp_1 (1024), mux2_2 (1024), a22oi_1 (711)" \
    crit_path_end_kind "output port" \
    place_area_um2 55220 \
    netlist_instances 4369 \
    ys.flop_type "dfrtp_1" \
    ir_drop_mv 0.2030 \
    cts-root-buf "clkbuf_16" \
    gp_congestion 1.118 \
    required_ns 7.20 \
    worst_pin_slew_ns 1.237 \
    arrival_ns 6.02 \
    cts_max_path_buffers 3 \
    dp_hpwl_um 180900 \
    core_area_um2 102000 \
    post-route-period-util 0.8688 \
    clock_latency_ns 0.73 \
    synth_top_area_share 0.4969 \
    yosys_cells 4369 \
    ys_seq_elements 1024 \
    drv_cap 0 \
    log.warning_count 41 \
    edf_count 0 \
    fin_crit_ns 7.819 \
    viasPerCell 7.881 \
    synthArstFlopShare 1.000 \
    grt_pass1_wl_um 383700 \
]
## logic make-up after synthesis
kind of cell	count (synthesis)	synth area share
mux	1088	0.2374
compound gates	1083	0.1582
flops	1024	0.4969
simple gates	726	0.06977
buf+inv	448	0.03782
## power by group
group	total (mW)	internal [mW]	switching, mW
registers	6.41	5.47	0.944
clock network	4.69	2.71	1.99
logic	1.99	1.03	0.963
## cell type report
cell class / count / area (um^2)
inverter: 3 / 11.26
sequential: 1024 / 25620
timing repair buffer: 385 / 3331
tap: 1368 / 1712
multi-input combinational: 2897 / 24540
fill: 8387 / 43100
antenna: 38 / 95.09
clock inverter: 37 / 503.0
clock buffer: 155 / 3114
## path summary, 6_finish.rpt
check	cells after the start	end	slack (ns)	start
worst max register to register	1	buffer[26][10]	8.05	buffer[26][10]
max in group asynchronous	4	buffer[2][10]	5.69	reset
worst max-delay path	10	rs2_data[31]	1.18	rs2_sel[1]
worst min-delay path	0	buffer[0][27]	0.40	buffer[0][27]
worst min register to register	0	buffer[0][27]	0.40	buffer[0][27]
min in group asynchronous	1	buffer[14][28]	1.06	reset
## layout by cell type (no fill, tap or decap), drive strengths merged, types with 74 or more instances in the layout
cell / Yosys / routed
dfrtp: 1024 / 1024
clkbuf: 209 / 155
a21oi: 74 / 74
nor2: 185 / 185
a22oi: 711 / 711
nand4: 88 / 88
mux2: 1030 / 1030
clkdlybuf4s50: 0 / 102
nand2: 207 / 207
buf: 236 / 283
## routing by layer
layer | track usage | up-vias
met5 | 0.01574 | -
met4 | 0.3971 | 43
met3 | 0.3868 | 1674
met2 | 0.7251 | 4605
met1 | 0.7188 | 23310
li1 | - | 16920
Power and IR drop assume default switching activity.
